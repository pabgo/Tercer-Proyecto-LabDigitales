<file path="run.sh">
#!/bin/bash
# OpenROAD 26Q1-2900-gdf79404cd8, Yosys 0.63+post, stock flow scripts
make -C /OpenROAD-flow-scripts/flow DESIGN_CONFIG=/design/flow/config.mk WORK_HOME=/design/flow/orfs finish
</file>
<file path="config.mk">
export PLATFORM = sky130hd
export DESIGN_NAME = MaqADC
export DESIGN_NICKNAME = MaqADC
export VERILOG_FILES = /design/flow/design.v
export SDC_FILE = /design/flow/constraint.sdc
export NUM_CORES = 4
export LEC_CHECK = 1
export CORE_AREA = 10 10 99 99
export DIE_AREA = 0 0 109 109
</file>
<file path="constraint.sdc">
current_design MaqADC

set clk_period 2.0
set clk_io_pct 0.2

create_clock -name clk0 -period $clk_period [get_ports {clk}]
create_clock -name clk1 -period $clk_period [get_ports {sclk}]

set non_clock_inputs [all_inputs -no_clocks]
set_input_delay [expr $clk_period * $clk_io_pct] -clock clk0 $non_clock_inputs
set_output_delay [expr $clk_period * $clk_io_pct] -clock clk0 [all_outputs]
</file>
<file path="design.v">
`timescale 1ns / 1ps
module MaqADC(
	 input wire sdata,
	 input wire clk,
	 input wire reset,
	 input wire cs,
	 input wire sclk,
	 output reg dato_listo,auxenable,
	 output reg [4:0] auxconta,
	 output reg [11:0] dato,auxreg
	 );
localparam [2:0] 
	espera = 3'b000,
	captura = 3'b001,
	datolisto = 3'b010,
	copiado = 3'b011,
	copiado1 = 3'b100,
	copiado2 = 3'b101;
reg [2:0] estado, estadosig; 
reg [11:0] reg_desp;
reg enable;
reg [4:0] contador;
always @(negedge sclk)
begin
	if(enable)
	begin
		if(contador < 5'b10011)
		begin
			contador = contador+1'b1;
			if(contador < 5'b10010)
				reg_desp[11:0] <= {reg_desp[10:0],sdata};
			else
				reg_desp[11:0] <= reg_desp[11:0];
		end
		else
		begin
		contador = 5'b00000;
		reg_desp[11:0] <= 12'b000000000000;
		end
	end
	else
	begin
		contador = 5'b00000;
		reg_desp[11:0] <= reg_desp[11:0];
	end
end
always@(posedge clk, posedge reset)
begin
	if(reset)
		estado <= espera;
	else
		estado <= estadosig;
end
always@*
begin
	estadosig = estado;
	dato_listo = 1'b0;
	enable = 1'b0;
	dato = 12'h000;
	auxreg = reg_desp;
	auxenable = enable;
	auxconta = contador;
	case(estado)
		espera:
			begin
			if(cs)
			begin
				enable = 1'b0;
				estadosig = espera;
				dato_listo = 1'b0;
				auxreg = reg_desp;
				auxenable = enable;
				auxconta = contador;
			end
			else
			begin
				enable = 1'b0;
				estadosig = captura;
				dato_listo = 1'b0;
				auxreg = reg_desp;
				auxenable = enable;
				auxconta = contador;
			end
			end
		captura:
			begin
			enable = 1'b1;
			auxreg = reg_desp;
			auxenable = enable;
			auxconta = contador;
			if(contador == 5'b10010)
			begin
				estadosig = datolisto;
				dato_listo = 1'b1;
				dato = reg_desp;
				enable = 0;
			end
			else
			begin
				estadosig = captura;
				dato_listo = 1'b0;
			end
			end
		datolisto:
			begin
			dato = reg_desp;
			auxreg = reg_desp;
			auxenable = enable;
			auxconta = contador;
			enable = 1'b0;
			estadosig = copiado;
			dato_listo = 1'b1;
			end
		copiado:
			begin
			estadosig = copiado1;
			dato_listo = 1'b1;
			dato = reg_desp;
			auxreg = reg_desp;
			auxenable = enable;
			auxconta = contador;
			end
		copiado1:
			begin
			estadosig = copiado2;
			dato_listo = 1'b1;
			dato = reg_desp;
			auxreg = reg_desp;
			auxenable = enable;
			auxconta = contador;
			end
		copiado2:
			begin
			estadosig = espera;
			dato_listo = 1'b1;
			dato = reg_desp;
			auxreg = reg_desp;
			auxenable = enable;
			auxconta = contador;
			end
		default:
			estadosig = espera;
	endcase
end
endmodule
</file>
==> qor.csv <==
metric,value,unit
crit_chain,inv_2 -> ha_4 -> and4bb_2 -> a21oi_4 -> buf_6 -> buf_8 -> nor2b_1 -> buf_2,
maxCapViolations,0,
ys_cells,81,
tns,-20830,ps
crit_path_end_kind,output port,
num_vias,987,
worstMarginPinSlew,443.2,ps
drt-pass1-iter-count,4,
warnings,47,
die_h,109,um
grt_pass1_wl,5.299,mm
overflow,0,
worstPathRequired,1600,ps
area_growth,110.7,%
synth.cell_area,1030,um2
fp.dieW,109,um
setup_ws,-1064,ps
netlist_instances,81,
lay_top_cells,"39 x buf_6, 20 x inv_1, 17 x buf_4, 14 x buf_2, 13 x and2_1",
fp.coreArea,7727,um2
dp_hpwl,2.226,mm
cts_tree,yes,
via_per_inst,3.475,
skew,13.97,ps
critPathLaunchType,register,
mostFrequentLayoutCell,buf_6,
gp_congestion,0.7641,
grt_pass1_vias,1076,
io_buffers,34,
ys_chip_area,1030,um2
drt_drc_violations_left,0,
min_from,estado[5],
hold_viol,0,
synth_cell_types,29,
cts.clk_slew.worst_paths,40,ps
drive_gt1_share,58.24,%
async_flop_share,26.09,%
synth_flops,23,
vdd_ir_drop_max,0.0002246,V
path_class,register to output port,
slew_violations,0,
place_ws,-958.1,ps
violations,negative setup slack,
min_path_type,register to register,
crit_start,contador[0],
wl_per_cell,12.02,um
hold_ws,367.8,ps
setup_viol,44,
chipArea,11880,um2
slew_headroom,70.14,%
status,"finished, violations left",
cts_hold_buf,0,
path_buffers,4,
yosys_warnings,1,
detail-route-antenna-nets,0,
ys_seq_share,59.42,%
rsz0062_at_grt,true,
clock_sinks,23,
grt_max_degree,13,
fin_util,28.08,%
fp_util,13.33,%
totalPowerFinal,0.001087,W
cellLeakagePower,1.015,nW
num_rows,32,
crit_fanout,4,
crit_arrival,2660,ps
diodes,0,
syn_area_per_cell,12.71,um2
power_density,501.1,nW/um2
ios,36,
wl,3.413,mm
r2r-start,estado[3],
first_iter_violations,19,
critPathMaxStageDelay,320,ps
ff_type,edfxtp_1,
rrSetupSlack,-160,ps
track_usage,5.755,%
path_delay_family,buffers and inverters,
cpMaxStageDelayCell,dfxtp_2,
antenna_found_initial,0,
edf_count,12,
[registers in the layout, summed over array words and instances, names as in the netlist]
signal and flops:
reg_desp 12, estado 6, contador 5
[report_power, final]
| part | leakage, nW | internal, W | switching (W) |
|---|---|---|---|
| logic | 0.644 | 0.00000568 | 0.00000329 |
| clock network | 0.140 | 0.000319 | 0.000264 |
| registers | 0.231 | 0.000496 | 0 |
| total | 1.02 | 0.000820 | 0.000267 |
[layer usage]
metal,vias up,global-route usage [%],wire [um]
li1,479,-,-
met1,460,6.511,1314
met2,43,8.869,1682
met3,5,3.524,383
met4,0,1.789,32
met5,-,0,0
[per-stage QoR]
| stage | std cells | instance area [um2] |
|---|---|---|
| floorplan | 81 | 1061 |
| global placement | 236 | 1695 |
| detailed placement | 236 | 1695 |
| CTS | 282 | 2146 |
| global route | 284 | 2170 |
| finish | 284 | 2170 |
[cells by family after synthesis]
family / share of synthesized area, %
simple gates: 26.49
flops: 59.42
compound gates: 5.833
buf+inv: 4.129
xor+xnor: 1.701
fa+ha+maj: 2.430
[layout make-up]
class	instances	area, um2
Clock buffer	7	86.33
Fill cell	771	5558
Tap cell	102	127.6
Clock inverter	18	67.56
Sequential cell	23	620.6
Inverter	4	15.01
Timing Repair Buffer	80	797.0
Multi-Input combinational cell	50	455.4
[cell usage after synthesis (2+ instances only)]
cell,n,area [um2]
nor3_1,3,15.01
o21ai_0,3,15.01
ha_1,2,25.02
edfxtp_1,12,360.4
a21o_1,2,15.01
inv_1,4,15.01
nor2b_2,9,78.83
and2_1,13,81.33
dfrtp_1,5,125.1
dfxtp_1,5,100.1
xnor2_1,2,17.52
nor2b_1,4,25.02
[worst paths after layout]
check | endpoint | cells after the start
worst max-delay path | dato[7] | 8
worst min-delay path | estado[1] | 0
worst max register to register | reg_desp[3] | 4
worst min register to register | estado[1] | 0
max in group clk1 | reg_desp[3] | 4
max in group asynchronous | estado[0] | 2
min in group asynchronous | estado[4] | 2
min in group clk1 | contador[1] | 2
[worst register-to-register path, stage by stage, from the launching register on]
cell and delay (ps):
dfrtp_1 380, nand2_2 70, buf_6 120, o22ai_4 210, clkbuf_16 200
[what timing repair did]
| action | CTS | global route |
|---|---|---|
| setup buffers | 20 | 9 |
| endpoints found under the setup margin | 44 | 44 |
| gates resized | 145 | 11 |
| cloned | 2 | 0 |
| pin swaps | 3 | 5 |
Power figures rest on the tool's default switching activity, not on a simulated workload.
